[design/flow/design.v]
module Mux2_1_32bit(D0, D1, S, Y);
output [31:0] Y;
input  [31:0] D0, D1;
input  S;
assign Y=(S)?D1:D0;
endmodule 
module StateMachine(
		input Clk,
		input [9:0] SW,
		input secGenIn,
		input [1:0] KEY,
		input [31:0] timeParaMeter,
		input [31:0] userDate,
		output [31:0] Out,
		output [1:0] timerState,
		output activeState,
		output ledBlink,
		output DateOrTime,
		output flashFlag
);
reg startSetTime,startSetAlarm,stopperStart,startCD,DateOrTimeReg,flashReg;
wire [31:0] ansUP,ansDOWN,alarmTime,userTime,timeToCount,stopperOut,CDTime,CDState,dateTime;  
wire [31:0] saved1,saved2,saved3;  
reg saveActive,actState;
wire [1:0] setTimeStage,setAlarmStage,setCDStage,setDateStage;  
reg  [1:0] finalState;  
wire setTimeFlag,setAlarmFlag,setCDFlag,alarmDone,countDownDone,setDateFlag;  
reg [31:0] tmpReg,dateReg; 
saveStopper SaveSt(Clk,saveActive,KEY,stopperOut,saved1,saved2,saved3);
stopper st(secGenIn,stopperStart&~SW[2],KEY,stopperOut);
alarmClock ac(Clk,ansUP,alarmTime,setAlarmFlag,KEY[1],alarmDone);
setTime stAlarm(Clk,KEY,startSetAlarm,alarmTime,setAlarmFlag,setAlarmStage);
rise_det r2d(secGenIn,setCDFlag,riseDetFlagCD);
setTime stCD(Clk,KEY,startCD,CDTime,setCDFlag,setCDStage);
countdown cDown(Clk,CDTime,secGenIn,setCDFlag,KEY[1],riseDetFlagCD,ansDOWN,countDownDone);
Mux2_1_32bit m32_2(CDTime,ansDOWN,setCDFlag,CDState);  
wire riseDetFlag,riseDetFlagCD;
rise_det rd(secGenIn,setTimeFlag,riseDetFlag);
countUp cUp(secGenIn,timeToCount,ansUP,riseDetFlag);
setTime stUp(Clk,KEY,startSetTime,userTime,setTimeFlag,setTimeStage);
Mux2_1_32bit m32(timeParaMeter,userTime,setTimeFlag,timeToCount);  
setDate SD(Clk,KEY,DateOrTimeReg,userDate,dateTime,setDateFlag,setDateStage);  
assign ledBlink = alarmDone | countDownDone;  
always @(posedge Clk) begin
actState=1; 
DateOrTimeReg=0;
flashReg=0;
startSetAlarm=0;
startCD=0;
startSetTime=0;
saveActive=0;
stopperStart=0;
	case(SW[8:0])
	0: begin  
			tmpReg=ansUP;
		end
	1: begin 
			startSetTime=1;
			finalState = setTimeStage;
			tmpReg=userTime;
			actState=0;
		end
	2: begin
			stopperStart=1;
			tmpReg=stopperOut;
		end
	4: begin
			stopperStart=1;
			tmpReg=stopperOut;
			saveActive=1;
		end
	5: begin
			stopperStart=1;
			tmpReg=saved1;
		end
	6: begin
			stopperStart=1;
			tmpReg=saved2;
		end	
	7: begin
			stopperStart=1;
			tmpReg=saved3;
		end					
	8: begin 
			tmpReg=CDState;
			startCD=1;
			actState=0;
			finalState = setCDStage;
		end
	9: 	tmpReg=ansDOWN;
	16:begin  
			actState=0;
			startSetAlarm=1;
			tmpReg=alarmTime;
			finalState=setAlarmStage;
		end
	32:begin
			actState=0;
			DateOrTimeReg=1;
			dateReg = dateTime;
			finalState = setDateStage;
		end
	64:begin
			flashReg = 1;
		end	
	9'b100000000:	tmpReg=ansUP;  
	9'b100000001:	tmpReg=ansUP-7*3600;  
	9'b100000010:	tmpReg=ansUP-2*3600;  
	9'b100000100:	tmpReg=ansUP+6*3600;  
	9'b100001000:	tmpReg=ansUP-1*3600;  
	9'b100010000:	tmpReg=ansUP+5*3600;  
	9'b100100000:	tmpReg=ansUP+10*3600;  
	9'b101000000:	tmpReg=ansUP+2*3600;  
	9'b110000000:	tmpReg=ansUP-5*3600;  
	endcase
end
assign Out=(DateOrTimeReg)? dateReg: tmpReg;
assign activeState=actState;
assign timerState=finalState;
assign DateOrTime= DateOrTimeReg;
assign flashFlag = flashReg;
endmodule
module alarmClock(
		input Clk,
		input [31:0] realTime,
		input [31:0] alarmTime,
		input active,
		input key,
		output alarmDone
);
reg done=0;
always @(posedge Clk)
begin
	if (active)begin
		if (realTime ==alarmTime)
			done =1;	
	end
	if(~key | ~active) 
		done=0;
end
assign alarmDone=done;
endmodule
module countUp (
  input CLK,
  input [31:0] initialValue,
  output [31:0] count,
  input change
  );
reg [31:0] counter;
reg initialTime=1;
always @(posedge CLK)begin
	if(counter>=86400)begin
		counter <= counter - 86400;
		end
	counter <= counter + 1;  	 
	if(initialTime==1 | change) begin
	    counter <= initialValue;
		 initialTime=0;
	end
end
assign count = (initialTime)? initialValue: counter;
endmodule
module countdown (
  input CLK,
  input [31:0] initialValue,
  input start,
  input active,
  input resetN,
  input change,
  output [31:0] count,
  output done
);
reg [31:0] counter;
reg initialTime=1;
reg run;
reg led;
always @(posedge CLK) begin
	if (~resetN & active) begin
    counter <= initialValue;
	 run =0;
	 led=0;
  end 
  else if (active) begin
			led=(~initialTime & counter==0)? 1 : 0;
			if (initialTime | change) begin
				counter <= initialValue;
				initialTime <= 0;
				run=1;
			end 
			else if (counter > 0 & run & start) 
				counter <= counter - 1;
  end
end
assign count = (initialTime) ? initialValue : counter;
assign done =led;
endmodule
module rise_det (
  input  clk,
  input  signal,
  output  rise
);
reg signal_d1;
wire detect;
assign detect = (signal_d1 == 1'b0 && signal == 1'b1);
always @(posedge clk) begin
  signal_d1 <= signal;
end
assign rise = (detect) ? 1'b1 : 1'b0;
endmodule
module saveStopper(
	 input CLK,
	 input active,
    input [1:0] KEY,
    input [31:0] in,
    output [31:0] out1,
	 output [31:0] out2,
	 output [31:0] out3
);
    parameter SAVE1_STATE = 0;
    parameter SAVE2_STATE = 1;
	 parameter SAVE3_STATE = 2;
    reg [1:0] current_state=SAVE1_STATE;
	 reg [31:0] out1Tmp,out2Tmp,out3Tmp;
	 initial begin
		current_state=SAVE1_STATE;
		end
    always @(negedge KEY[0]) begin
		if (active) begin
        case (current_state) 
		  0: begin
						current_state=SAVE2_STATE;
						out1Tmp= in;
				end
		  1: begin
						current_state=SAVE3_STATE;
						out2Tmp= in;
				end
		  2: begin
						current_state=SAVE1_STATE;
						out3Tmp= in;
				end
        endcase
		end
    end
	 assign out1=out1Tmp;
	 assign out2=out2Tmp;
	 assign out3=out3Tmp;
endmodule
module setDate(input 		 CLK,
               input  [1:0] KEY,
					input  on, 
					input [31:0] iniDate,
					output [31:0] userDate,
					output finish,
					output [1:0] stage
					);
reg [1:0] state=3;
reg [31:0] dateTmp;
reg finishFlag=0;
reg first=1;
always @(negedge KEY[0]) begin
	if(on) begin
		state=state+1;
		first=0;
		if (state==3) 
			finishFlag=1;
		else
			finishFlag=0;
	end
end
always @(negedge KEY[1]) begin
	if (on) begin
		case (state)
			0: dateTmp=dateTmp+10000;
			1: dateTmp=dateTmp+100;
			2: dateTmp=dateTmp+1;
			3: ;
		endcase
	end
end
assign userDate= (first)? iniDate:dateTmp;
assign finish=finishFlag;
assign stage=state;
endmodule
module setTime(input 		 CLK,
               input  [1:0] KEY,
					input  on, 
					output [31:0] userTime,
					output finish,
					output [1:0] stage
					);
reg [1:0] state=0;
reg [31:0] timeTmp=0;
reg finishFlag=0;
always @(negedge KEY[0]) begin
	if(on) begin
		state=state+1;
		if (state==3) 
			finishFlag=1;
		else
			finishFlag=0;
	end
end
always @(negedge KEY[1]) begin
	if (on) begin
		if(timeTmp>=86400)begin
		timeTmp=timeTmp-86400;
		end
		case (state)
			0: timeTmp=timeTmp+3600;
			1: timeTmp=timeTmp+60;
			2: timeTmp=timeTmp+1;
			3: ;
		endcase
	end
end
assign userTime=timeTmp;
assign finish=finishFlag;
assign stage=state;
endmodule
module stopper (
    input CLK,
    input active,
    input [1:0] KEY,
    output reg [31:0] counter
);
initial begin
    counter = 0;
end
reg work=0;
always@(posedge CLK |~KEY[1])begin
	if(active) begin
		if(~KEY[0])
			work = ~work;
		else if (~KEY[1])
			counter=0;
	end
	if (work & KEY[1])
		counter=counter+1;
end
endmodule
[design/flow/run.sh]
#!/bin/bash
# OpenROAD 26Q1-2900-gdf79404cd8, Yosys 0.63+post, stock flow scripts
make -C /OpenROAD-flow-scripts/flow DESIGN_CONFIG=/design/flow/config.mk WORK_HOME=/design/flow/orfs finish
[design/flow/config.mk]
export PLATFORM = sky130hd
export DESIGN_NAME = StateMachine
export DESIGN_NICKNAME = StateMachine
export VERILOG_FILES = /design/flow/design.v
export SDC_FILE = /design/flow/constraint.sdc
export NUM_CORES = 4
export LEC_CHECK = 1
export CORE_UTILIZATION = 30
[design/flow/constraint.sdc]
current_design StateMachine

set clk_period 15.1
set clk_io_pct 0.2

create_clock -name clk0 -period $clk_period [get_ports {Clk}]
create_clock -name clk1 -period $clk_period [get_ports {KEY}]
create_clock -name clk2 -period $clk_period [get_ports {secGenIn}]

set non_clock_inputs [all_inputs -no_clocks]
set_input_delay [expr $clk_period * $clk_io_pct] -clock clk0 $non_clock_inputs
set_output_delay [expr $clk_period * $clk_io_pct] -clock clk0 [all_outputs]
==> metrics.yaml <==
critical_path:
  r2r-end: "tmpReg[23]$_DFFE_PP_"
  crit_path_frequent_cell: "clkbuf_16"
  cpLargestDelayFamily: "buffers and inverters"
  crit_fanout: 15
  critPathLaunch: "SW[2]"
  cp.arrival_ns: 8.10
  slowest_stage: "or3_1"
  regToRegSetupSlack_ns: 2.03
  reg2reg_depth: 14
  criticalPathCategory: "input port to flip-flop"
  r2r-start: "stUp.finishFlag$_DFFE_NP_"
  path_buffers: 18
  cp.required_ns: 8.26
  endpoint: "st.counter[28]$_DFF_P_"
  crit_path_max_incr_delay_ns: 0.45
  critical_path_depth: 27
  crit_path_start_kind: "input port"
  end_kind: "flip-flop"
timing:
  drv_slew: 0
  tns_ns: 0
  clock_skew_ns: 0.286
  slew_headroom: 0.336
  worstMarginPinSlew_ns: 0.988
  finalHoldViolations: 1
  setup_viol: 0
  whs_ns: -0.0277
  rsz0062_at_grt: "no"
grt:
  grt_pass1_vias: 32000
  grt_max_degree: 62
  overflow: 0
  antenna_found_initial: 6
  grt_pass1_wl_um: 192000
  grt_usage: 0.238
synth:
  synthDistinctLibCells: 103
  fa_ha_area_frac: 0.0343
  postSynthSeqShare: 0.354
  ys_area_um2: 33100
  ys.flop_type: "edfxtp_1"
  synth_area_per_cell_um2: 8.59
  yosysMostFrequentCell: "nor2_1"
  synthCells: 3852
  async_reset_ff_frac: 0
  synth-edff-count: 338
  netlist_top_cells_area: "edfxtp_1 31%, xnor2_1 6.6%, a21oi_1 4.8%"
  yosysTopAreaCellShare: 0.307
  topCombFamilyByArea: "AND-OR/OR-AND gates"
  synth.ff_latch_count: 416
  yosysWarnings: 9
  mux_share: 0.0590
  synth_top_cell_by_area: "edfxtp_1"
  ys_sh_simple: 0.198
  synthAoiAreaFrac: 0.211
  ys_cells: 3852
  xor_share: 0.103
  yosys-top-cells-count: "377 x nor2_1, 355 x nand2_1, 338 x edfxtp_1"
  synth_area_um2: 33100
routing:
  insertedDiodeCount: 0
  drtPass1Iterations: 8
  wl_um: 129000
  via_per_inst: 5.73
  wl_per_cell_um: 22.5
  via_count: 32800
  drtAntennaViolNets: 0
  drc: 0
  dr.first_iter.drc_count: 3699
finish:
  drive_gt1_frac: 0.103
  stdcell_area_um2: 41000
  area_growth_pct: 24.0
  layoutNonFillerInstCount: 5728
power_and_ir_drop:
  switchingPower_w: 0.000985
  p_leak_nw: 15.0
  p_per_area_nw_per_um2: 86.6
  power_frac_clock: 0.559
  internal-power_w: 0.00257
  pwr-share-comb: 0.070
  p_sw_frac: 0.277
  p_total_w: 0.00356
  irDropWorstVdd_mv: 0.0703
  p_seq_frac: 0.371
placed_design:
  dp_hpwl_um: 85200
  place_congestion: 1.00
  placed_cell_area_um2: 35700
  io_buffers: 111
  dp_cells: 5272
die:
  dieHeight_um: 334
  rows: 121
  chipArea_um2: 112000
  core_area_um2: 109000
  die_width_um: 334
  pin_count: 116
  fp_util: 0.303
clock_tree:
  clk_pin_slew_ns: 0.11
  cts_tree: "built"
  holdBufCountCts: 0
run_status:
  status: "complete, but fails checks"
  failed_checks: "hold timing"
run:
  warning_count: 466
  drv_cap: 0
worst_hold_path:
  hold_path.class: "clock port to flip-flop"
power by group through the flow:
stage	Clock, W	Sequential, W	Combinational (W)
CTS	0.00222	0.00132	0.000245
global route	0.00231	0.00132	0.000268
finish	0.00199	0.00132	0.000250
worst min path at each step:
| stage | start | endpoint | slack [ns] | depth (start not counted) |
|---|---|---|---|---|
| 4_1_cts | KEY[1] | ac.done$_SDFFE_PP0P_ | -0.003 | 3 |
| 5_1_grt | KEY[1] | ac.done$_SDFFE_PP0P_ | 0.02 | 3 |
| 6_report | KEY[1] | ac.done$_SDFFE_PP0P_ | -0.03 | 3 |
what timing repair did:
item                                   CTS  global route
gates resized                            5             2
setup endpoints to repair                9             3
endpoints found under the hold margin    0             0
buffers inserted                         0             0
per-layer routing:
layer | vias to the layer above | share of wire | GRT usage
li1 | 15100 | - | -
met1 | 15400 | 0.41 | 0.307
met2 | 1876 | 0.43 | 0.324
met3 | 440 | 0.12 | 0.129
met4 | 16 | 0.048 | 0.117
met5 | - | 0.0013 | 0.0117
tightest hold or removal path: stages:
cell	delay [ns]
clkbuf_16	0.11
clkbuf_16	0.12
and3_1	0.13
logic make-up after synthesis:
kind of cell,Yosys count
DFF,416
other,1
buffers and inverters,357
adders and majority gates,90
xor gates and xnor gates,388
muxes,183
and+or+nand+nor,1346
AOI/OAI and AO/OA,1071
cells in the final DEF, fill, tap and decap left out, types with 28 or more instances in the layout:
cell,n
nor2_1,376
nand2_1,355
edfxtp_1,338
inv_1,337
a21oi_1,316
xnor2_1,251
o21ai_0,213
clkbuf_16,151
xor2_1,136
nand3_1,120
clkdlybuf4s50_1,108
nor3_1,97
mux2_2,95
mux2i_1,87
ha_1,85
buf_4,84
dfxtp_1,78
a22oi_1,62
nand4_1,59
or3_1,54
o22ai_1,48
nor4_1,42
a221oi_1,40
a211oi_1,39
a31oi_1,37
and3_1,32
a21o_1,31
o21ai_1,28
and2_1,28
layout make-up:
type / count / area [µm²]
clock buffer: 171 / 3900
timing repair buffer: 194 / 1720
sequential: 416 / 11700
tap: 1476 / 1850
fill: 10500 / 68100
clock inverter: 288 / 1420
inverter: 102 / 383
multi-input combinational: 3081 / 20100
per-stage QoR:
stage	util	worst slack, ns
after floorplan	-	1.50
after global placement	0.327	1.10
after detailed placement	0.327	1.08
after CTS	0.376	0.0497
after global routing	0.376	0.0220
final	0.376	0.160
No activity file was given, so power comes from the tool's default toggle rates.
